==> design/flow/config.mk <==
export PLATFORM = sky130hd
export DESIGN_NAME = black_wrapper
export DESIGN_NICKNAME = black_wrapper
export VERILOG_FILES = /design/flow/design.v
export SDC_FILE = /design/flow/constraint.sdc
export NUM_CORES = 4
export LEC_CHECK = 1
export CORE_AREA = 10 10 90 90
export DIE_AREA = 0 0 100 100
==> design/flow/constraint.sdc <==
current_design black_wrapper

set clk_period 1.9
set clk_io_pct 0.2

create_clock -name clk0 -period $clk_period [get_ports {SW}]

set non_clock_inputs [all_inputs -no_clocks]
set_input_delay [expr $clk_period * $clk_io_pct] -clock clk0 $non_clock_inputs
set_output_delay [expr $clk_period * $clk_io_pct] -clock clk0 [all_outputs]
==> design/flow/design.v <==
module black(input logic clk,reset,
				 input logic current_mode,hit,pass,
				 input logic [3:0] seed1,seed2,seed3,seed4,
				 output logic [3:0] num1,
				 output logic [3:0] num2,
				 output logic [3:0] num3,
				 output logic [3:0] num4,
				 output logic [7:0] handpl,handdl,
				 output logic winnerpl,loserpl,winnerdl,loserdl,
				 output logic [6:0] seg2pl,seg2dl,seg2bt,seg1pl,seg1dl,seg1bt);
	logic [3:0] datapl,datadl;
	logic enable1,enable2,enable3,enable4;
	logic [7:0] tempcardpl,tempcarddl;
	logic [7:0] totalpl,totaldl;
	RNG genplcd1(clk,reset,enable1,seed1,num1);
	RNG genplcd2(clk,reset,enable2,seed2,num2);
	RNG gendlcd1(clk,reset,enable3,seed3,num3);
	RNG gendlcd2(clk,reset,enable4,seed4,num4);
	sevenseg displaypl(datapl,seg2pl,seg1pl);
	sevenseg displaydl(datadl,seg2dl,seg1dl);
	sevenseg displaybt(databt,seg2bt,seg1bt);
	check_winner pl(clk,totalpl,winnerpl,loserpl);
	check_winner dl(clk,totaldl,winnerdl,loserdl);
    typedef enum logic [5:0] {S0,S1,S2,S3,S4,S5} statetype;
	statetype state,nextstate;
	always_ff @(posedge clk, posedge reset)
	if (reset) begin 
	state = S0; 
	end
	else begin state = nextstate;
	if(state == S1) begin 
	enable1 = 1;
	enable2 = 1;
	enable3 = 1;
	enable4 = 1;
	end
	else if(state == S3) 
	enable1 = 1;
	else  begin 
	enable1 = 0;
	enable2 = 0;
	enable3 = 0;
	enable4 = 0;
	end
 end
	always_ff @(posedge clk) begin
	case(state)
	S0: if(reset) begin 
		datapl = 0;
		datadl = 0;
		nextstate = S0;
		end
		else nextstate = S1;
	S1: if(current_mode) begin 
		tempcardpl = num1 + num2;
		handpl = tempcardpl;
		tempcarddl = num3 + num4;
		handdl = tempcarddl;
		datapl = handpl ;
		datadl = handdl;
		databt = 50;
		nextstate = S2;
		end
		else nextstate = S0;
	S2: if(current_mode) begin 
		 if(hit == 1) begin
		 nextstate = S3; 
		 handpl = num1;
		 handpl = handpl +tempcardpl;
		 datapl = handpl;
		 end
		 else 
		 if(pass == 1) 
		 nextstate = S4;
		end
	S3: if(current_mode) begin
		nextstate = S2;
		end
	S4: if(current_mode) begin 
		tempcardpl = tempcardpl;
		handpl = tempcardpl;
		datapl = handpl;
		nextstate = S5;
		end
	S5: if(current_mode) begin 
		totalpl = handpl;
		if(totalpl == 7'd21)begin
		 winnerpl = 1;
		 databt = 50 * 2;
		 end
		 if(totalpl > 7'd21)begin
		 loserpl = 1;
		 databt = 50 /2;
		 end
		nextstate = S1;
		end
	default: nextstate = S0;
  endcase
end
endmodule
module RNG(input logic clk,reset,
			input logic enable,
			input logic [3:0]seed,
			output logic [3:0]num);
	logic [3:0] counter;
	always_ff @(posedge clk)begin
	if(reset) begin 
	counter = seed;
	num = 0; 
	end
	else begin
		if(counter <= 11 ) 
		counter = counter + 1;  
		else 
		counter = 0; 
		if(enable) 
		num = counter; 
	end
 end
endmodule
module check_winner(input logic clk,
					input logic [7:0]total,
					output logic winner,
					output logic loser);
	always @(posedge clk) begin
	if(total == 7'd21)begin 
	winner = 1;
	loser = 0;
	end
	else if(total > 7'd21)begin 
	winner = 0;
	loser = 1;
	end
  end
 endmodule
 module sevenseg(input logic [3:0] data,
				output logic [6:0] seg2,seg1);
	always_comb begin
	case(data)
	0:seg2 = 7'b000_0000;
	1:seg2 = 7'b000_0001;
	2:seg2 = 7'b000_0010;
	3:seg2 = 7'b000_0011;
	4:seg2 = 7'b000_0100;
	5:seg2 = 7'b000_0101;
	6:seg2 = 7'b000_0110;
	7:seg2 = 7'b000_0111;
	8:seg2 = 7'b000_1000;
	9:seg2 = 7'b000_1001;
	default: seg2 = 7'b000_0000;
	endcase
	case(data)
	0:seg1 = 7'b000_0000;
	1:seg1 = 7'b000_0001;
	2:seg1 = 7'b000_0010;
	3:seg1 = 7'b000_0011;
	4:seg1 = 7'b000_0100;
	5:seg1 = 7'b000_0101;
	6:seg1 = 7'b000_0110;
	7:seg1 = 7'b000_0111;
	8:seg1 = 7'b000_1000;
	9:seg1 = 7'b000_1001;
	default: seg1 = 7'b000_0000;
	endcase
 end
endmodule
module black_wrapper(input logic [1:0] SW,
						 input logic [1:0] KEY,
						 output logic [7:0] HEX);
	black b(SW[0], SW[1],KEY[0],KEY[1], HEX[0], HEX[1], HEX[2], HEX[3],HEX[4],
					HEX[5],HEX[6], HEX[7]);
endmodule
==> design/flow/run.sh <==
#!/bin/bash
# OpenROAD 26Q1-2900-gdf79404cd8, Yosys 0.63+post, stock flow scripts
make -C /OpenROAD-flow-scripts/flow DESIGN_CONFIG=/design/flow/config.mk WORK_HOME=/design/flow/orfs finish
==> summary.txt <==
Implementation status.

- The switching part of the total power is a little under a quarter.
- Among all stages on the critical path, the maximum delay recorded is roughly 150 ps.
- From left edge to right edge, the die measures 100 microns.
- The total power consumption of the routed design is ~2.3 mW.
- The register clock-pin slew on the reported worst setup and hold paths is 60 ps.
- The DRC violation total left in the routed layout is recorded as 0.
- The layout cell share with drive strength beyond 1 is 15.3%.
- The worst hold slack is around 170 ps.
- The proportion of power drawn by flip-flops and latches is between 30% and 40%.
- The core footprint is between 6000 and 7000 sq um.
- According to the floorplan report, the total die area is roughly 10000 sq um.
- TritonCTS reports the number of clock sinks as 23.
- The number of distinct library cell variants in the gate-level netlist after synthesis is 22.
- The largest net degree at the start of global routing is 15.
- The total number of vias is 663.
- The report lists the number of standard-cell rows as 29.
- Warnings reported by Yosys during synthesis add up to 21.
- Once the clock tree was built, the resizer swapped 0 gates to a different size.
- In the post-synthesis netlist, the biggest area contributors are dfxtp_1, edfxtp_1, dfrtp_1, a21oi_1, buf_4.
- The final non-filler cell total is roughly 190.
- The netlist area before placement is around 900 sq um.
- For the completed layout, the total cell area is recorded as 1330 sq um.
- The first global-routing pass estimated 2900 microns of wire.
- Per report_power, the clock group accounts for between 60 and 70% of the total.
- The cell type contributing the most total cell area after synthesis is dfxtp_1.
- The kind of start point of the critical path is a clock port.
- In the layout the commonest cells are dfxtp_1, a21oi_1, inv_1, clkbuf_8, nor2_1.
- The report lists the cells along the critical path as clkbuf_8 > clkbuf_8 > clkbuf_16 > a21oi_1.
- The number of vias per cell after detailed routing is 3.53.
- The static leakage is 0.564 nW.
- The number of max-capacitance violations reported is 0.
- The type of the worst setup path is clk -> reg.
- The flow ran to the end, and the final reports show no timing, DRC or antenna violations.
- The flip-flop and latch count after synthesis is 23.
- The critical path required time is roughly 1800 ps.
- The area added between synthesis and finish is 46.3%.
- The kind of cell adding the most delay to the critical path is buffers and inverters.
- In this run, the combinational gates consume ~5.4% of the power.
- The number of hold buffers added after cts is 0.
- Summed over all layers, the global routing overflow is 0.
- The final timing report lists a max-slew violation count of 0.
- The first TritonRoute pass finished after 2 iterations.
- The instance area at placement is 1020 sq um.
- The largest fanout on the critical path is 4.
- According to the Yosys statistics, the synthesized design has a chip area of ~910 sq um.
- Endpoints with negative setup slack in the final report add up to 0.
- The path category of the worst min-delay check is clk -> reg.
- STA classifies the critical path endpoint as a flop.
- The number of antenna violations at the first check in global routing is 0.
- In this design, the critical path's most frequently occurring cell is clkbuf_8.
- Together, buffers and inverters on the worst path number 3.
- The most common library cell in the layout ignoring fill and taps is dfxtp_1.
- The worst-path cell with the longest stage delay is a21oi_1.
- The clock insertion delay at the later pin of the skew report is around 230 ps.
- The report lists the power per cell area as 1700 nW/um^2.
- During I/O placement, the number of pins put on the boundary was 12.
- The via count of the first global-routing pass is 862.
- The count of buffers from port buffering is 5.
- For the final routed database, the setup TNS stands at 0 ps.
- The post-detailed-route count of antenna-violating nets is 0.
- The part of the Yosys area used for sequential elements is roughly three fifths.
- The routed length per instance is roughly 8.7 microns.
- In the post-route report, total wirelength is listed as 1630 microns.
- Between clock sinks in the finished design, the worst skew comes to approximately 0.0085 ps.
- The synthesized area divided by synthesized cell count is ~11 sq um.
- The global placer's final weighted congestion is between 0.7 and 0.8.
- The tool warning count is about 160.
- The number of cells in the yosys synthesis report is about 85.
- On the critical path the data arrives at 1470 ps.
- The number of post-CTS setup repair buffers is 0.
- The worst VDD IR drop from the latest analysis is between 0.0007 and 0.0008 V.
- The die is ~100 microns tall.
- The cell total after placement is around 170.
- Global routing used 3.58% of the available tracks across all layers.
- The count of inserted antenna diode cells is 0.
- The share of the synthesized area in the top cell type is about a third.
- The number of hold violations in the final report is 0.
- TritonCTS built the clock tree.
- In the synthesized netlist, the number of instances is ~85.
- The internal power consumption is 1.75 mW.
- The pre-placement core utilization is around 14%.
- The count of routing violations after the opening detailed-route iteration is 22.
- Setup repair after global routing left no endpoint under its margin.
- The power dissipated by switching net loads is roughly 0.5 mW.
- The wire-length estimate of the detail-placed layout is 1000 microns.
-- cell type report --
| cell class | count | area, sq um |
|---|---|---|
| Clock buffer | 15 | 241 |
| Multi-Input combinational cell | 56 | 338 |
| Fill cell | 649 | 4950 |
| Clock inverter | 9 | 62.6 |
| Tap cell | 77 | 96.3 |
| Inverter | 3 | 11.3 |
| Sequential cell | 23 | 526 |
| Timing Repair Buffer | 5 | 50.0 |
-- metrics by stage --
step,setup WS (ps),utilization [%]
4_1_cts,363,21.1
2_1_floorplan,381,-
5_1_grt,347,21.1
3_5_place_dp,406,16.3
6_report,368,21.1
3_3_place_gp,415,16.3
-- power groups by stage --
stage	logic (mW)	registers [mW]	clock network, mW
CTS	0.123	0.702	1.63
global route	0.134	0.711	1.74
finish	0.122	0.702	1.43
-- Yosys cell counts (all sizes together) --
cell type / instances
a21oi: 13
and3: 3
and4b: 2
buf: 6
conb: 1
dfrtp: 3
dfxtp: 15
edfxtp: 5
ha: 3
inv: 4
mux2i: 3
nand2: 5
nand2b: 2
nand4b: 1
nor2: 9
nor2b: 4
nor3b: 3
o21ai: 2
o22a: 1
-- path summary, 6_finish.rpt --
kind	start	slack, ps	depth (start not counted)	end
max	SW[1]	370	4	b.enable2
min	SW[1]	170	4	b.gendlcd1.num[0]
max reg2reg	b.state[1]	680	3	b.nextstate[1]
min reg2reg	b.nextstate[0]	380	0	b.state[0]
max in group asynchronous	SW[1]	1010	4	b.state[1]
min in group asynchronous	SW[1]	800	4	b.state[0]
-- routing by layer --
metal / GRT usage (%) / vias up / part of all wire (%)
li1: - / 334 / -
met1: 2.77 / 287 / 42
met2: 3.73 / 29 / 41
met3: 4.65 / 13 / 12
met4: 4.35 / 0 / 5.3
met5: 0 / - / 0
-- cell families after synthesis --
group,after synthesis,share of synthesized area [%]
other cells,1,0.414
mux,3,3.32
simple gates,29,18.5
fa+ha+maj,3,4.14
compound gates,16,9.25
buf+inv,10,6.35
flops,23,58.0
-- sequential cells by signal, summed over array words and instances, names as in the netlist --
name / flops
b.genplcd2.counter: 4
b.gendlcd1.num: 1
b.genplcd1.counter: 4
b.nextstate: 3
b.enable2: 1
b.state: 3
b.enable1: 1
b.genplcd1.num: 1
b.genplcd2.num: 1
b.gendlcd1.counter: 4
-- worst min-delay path, delay by kind of cell --
family | cells | cell delay, ps
buffers and inverters | 3 | 330
AND/OR/NAND/NOR | 1 | 30
Power and IR drop assume default switching activity.
